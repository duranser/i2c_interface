$ cat design/flow/design.v
`timescale 1ns / 1ps
module i2c_master #(
	parameter SYS_CLK    = 100_000_000,    
	parameter DATA_RATE0 = 100_000,        
  			  DATA_RATE1 = 400_000,   	   
  			  DATA_RATE2 = 1_000_000,      
  			  DATA_RATE3 = 3_400_000,  	   
	parameter IDLE    = 3'b000,
			  START   = 3'b001,
			  ADDRESS = 3'b010,
			  RD_ACK  =	3'b011,
			  WR_DATA = 3'b100,
			  RD_DATA = 3'b101,
			  RD_ACK2 = 3'b110,
			  STOP    = 3'b111
)(
	input  clk,			        
	input  rst,
	input  write,		        
	input  read,		        
	input  [1:0] speed_mode,    
	input  [6:0] addr,          
	input  [7:0] data_wr,       
	output reg [7:0] data_rd,   
	output reg done,            
	output reg ack_error,       
	inout  SDA,
	output SCL
);
	reg i2c_clk;
	reg [9:0] clk_cnt;
	reg [9:0] clk_div;
	reg [2:0] state;
	reg SDA_en;
	reg SDA_wr;
	reg [7:0] SDA_rd;
	reg [7:0] addr_frame;
	reg [7:0] data_frame;
	reg [2:0] cnt;
	assign SDA = SDA_en ? SDA_wr : 1'bz;
	assign SCL = i2c_clk;
	always @(posedge clk, posedge rst)
	begin
		if( rst )
		begin
			i2c_clk <= 0;
			clk_cnt <= 0;
			clk_div <= 0;
		end
		else
		begin
			case(speed_mode)
				2'b00: clk_div <= (SYS_CLK/DATA_RATE0)/2;
				2'b01: clk_div <= (SYS_CLK/DATA_RATE1)/2;				
				2'b10: clk_div <= (SYS_CLK/DATA_RATE2)/2;	
				2'b11: clk_div <= (SYS_CLK/DATA_RATE3)/2;		
			endcase
			if( clk_cnt == clk_div)
			begin
				i2c_clk <= ~i2c_clk;
				clk_cnt <= 0;
			end
			else
			begin
				clk_cnt <= clk_cnt + 1;
			end			
		end
	end
	always @(posedge i2c_clk, posedge rst)
	begin
		if( rst )
		begin
			state      <= IDLE;
			SDA_en     <= 1;
			SDA_wr     <= 1;
			SDA_rd     <= 0;
			addr_frame <= 0;
			data_frame <= 0;
			cnt	       <= 0;
			data_rd    <= 0;
			done       <= 0;
			ack_error  <= 0;
		end
		else
		begin
			case(state)
			IDLE: begin
				SDA_en    <= 1;
				SDA_wr    <= 1'b1;	
			    done      <= 0;		
				ack_error <= 0;					
				if( write | read )
				begin
					state 	   <= START;
					data_frame <= {data_wr[0], data_wr[1], data_wr[2], data_wr[3], data_wr[4], data_wr[5], data_wr[6], data_wr[7]};
					if( write )
						addr_frame <= {1'b0, addr[0], addr[1], addr[2], addr[3], addr[4], addr[5], addr[6]};
					else
						addr_frame <= {1'b1, addr[0], addr[1], addr[2], addr[3], addr[4], addr[5], addr[6]};
				end
			end
			START: begin
				SDA_wr <= 0;
				state  <= ADDRESS;
				cnt    <= 0;
			end
			ADDRESS: begin
                SDA_wr <= addr_frame[cnt];
                cnt    <= cnt + 1;
				if( &cnt )
				begin
					state  <= RD_ACK;
				end
			end
			RD_ACK: begin
				SDA_en <= 0;
				if(~SDA_en)
				begin
                    if(~SDA)
                    begin
                        if( ~addr_frame[7] )
                        begin
                            state  <= WR_DATA;
                            SDA_wr <= data_frame[cnt];
                            SDA_en <= 1;
                            cnt    <= 3'b001;
                        end
                        else
                        begin
                            state  <= RD_DATA;
                            SDA_en <= 0;
                            cnt    <= 0;
                        end
                    end
                    else
                    begin
                        state     <= IDLE;
			            done      <= 1;				
                        ack_error <= 1'b1;				
                    end
               end
			end
			WR_DATA: begin
                SDA_wr <= data_frame[cnt];
                cnt    <= cnt + 1;
				if( &cnt )
				begin
					state  <= RD_ACK2;
				end
			end
			RD_DATA: begin
                SDA_en  <= 0;
                SDA_rd    <= {SDA_rd[6:0], SDA};     
                cnt       <= cnt + 1;		
    			done      <= 0;				
				if( &cnt )
				begin
					state  <= RD_ACK2;
					SDA_en <= 1;
				end
			end
			RD_ACK2: begin
				if( ~addr_frame[7] )
				begin
                    SDA_en <= 0;
                    if( ~SDA_en )
                    begin
                        if(~SDA)
                        begin			
                            state  <= STOP;
                            SDA_en <= 1;
                            SDA_wr <= 1'b0;                  
                        end
                        else
                        begin
                            state     <= IDLE;
                            done      <= 1;				
                            ack_error <= 1'b1;
                        end	
                    end
				end
				else
				begin
					if(~read)
					begin
                        state   <= STOP;
                        data_rd <= SDA_rd;
                        SDA_en  <= 1;
                        SDA_wr  <= 1'b0;
					end
					else
					begin
                        state   <= RD_DATA;
                        data_rd <= SDA_rd;
                        SDA_en  <= 1;
                        SDA_wr  <= 1'b0;
                        done    <= 1;				
					end		
				end
			end
			STOP: begin
				state   <= IDLE;
			    done    <= 1;				
				SDA_wr  <= 1'b1;
				SDA_en  <= 1;
			end
			endcase
		end
	end
endmodule
$ cat design/flow/constraint.sdc
current_design i2c_master

set clk_period 3.1
set clk_io_pct 0.2

create_clock -name clk0 -period $clk_period [get_ports {clk}]

set non_clock_inputs [all_inputs -no_clocks]
set_input_delay [expr $clk_period * $clk_io_pct] -clock clk0 $non_clock_inputs
set_output_delay [expr $clk_period * $clk_io_pct] -clock clk0 [all_outputs]
$ cat design/flow/config.mk
export PLATFORM = sky130hd
export DESIGN_NAME = i2c_master
export DESIGN_NICKNAME = i2c_master
export VERILOG_FILES = /design/flow/design.v
export SDC_FILE = /design/flow/constraint.sdc
export NUM_CORES = 4
export LEC_CHECK = 1
export CORE_UTILIZATION = 40
$ cat design/flow/run.sh
#!/bin/bash
# OpenROAD 26Q1-2900-gdf79404cd8, Yosys 0.63+post, stock flow scripts
make -C /OpenROAD-flow-scripts/flow DESIGN_CONFIG=/design/flow/config.mk WORK_HOME=/design/flow/orfs finish
==> flow_summary.json <==
{
  "status": "did not finish",
  "lastStage": "clock tree synthesis (4_1_cts)",
  "stop_error": "[error] [KeplerFormal.cpp:679] Workflow failed: Iso has multiple drivers: .SDA0, SDA$_DFFE_PP1P_.Q0",
  "unclocked_regs": 47,
  "yosys_cells": 240,
  "synth-edff-count": 0,
  "cts-htree-levels": 1,
  "top_area_cell": "dfrtp_1",
  "port_buffers": 31,
  "async_flop_share_pct": 100.0,
  "syn_area_sq_um": 2935,
  "dp_hpwl_microns": 3362,
  "cts_setup_buffers": 0,
  "ys_seq_share_pct": 55.54,
  "std_cell_rows": 30,
  "fp_util_pct": 42.27,
  "gp_congestion": 0.7646,
  "synth.distinct_cells": 52,
  "untimed_endpoints": 58,
  "io_pins": 33,
  "numCtsBuffers": 3,
  "die_y_microns": 87.67,
  "yosysTopAreaCellShare_pct": 52.86,
  "ys_chip_area_sq_um": 2935,
  "cts_hold_buf": 0,
  "yosysWarnings": 2,
  "dpl_cell_area_sq_um": 3309,
  "die_w_microns": 87.67,
  "dp_cells": 357,
  "cts.path.max_buffers": 2,
  "root_buffer": "clkbuf_8",
  "synthCells": 240,
  "flop_cell": "dfrtp_1",
  "post_cts_resize_count": 0,
  "numSynthFlops": 65,
  "synthTopCellsByArea": "dfrtp_1, mux2_2, dfstp_2, nor2_1, xnor2_1",
  "syn_area_per_cell_sq_um": 12.23
}
==> metrics by stage <==
stage	worst slack (ns)	utilization [%]
global placement	1.495	47.66
detailed placement	1.458	47.66
floorplan	0.8585	-
==> cell usage after synthesis, types with 3 or more instances <==
library cell,n
clkbuf_1,3
nand2_1,13
nand4_1,3
nor2_1,21
xnor2_1,7
xor2_1,5
dfrtp_1,62
nor2b_1,6
buf_2,5
buf_6,3
a22o_1,3
inv_1,8
nor3_1,6
o21ai_0,7
a21o_1,3
ha_1,3
nand3_1,3
dfstp_2,3
a21oi_1,8
mux2_2,32
==> logic make-up after synthesis <==
group	Yosys count	synth area share, %
buffers and inverters	21	3.708
multiplexers	36	15.17
AND/OR/NAND/NOR	63	10.83
XOR/XNOR	13	4.135
adder cells (fa/ha/maj)	3	1.279
AND-OR/OR-AND	39	9.336
flip-flops	65	55.54
