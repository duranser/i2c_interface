==> design/flow/design.v <==
`timescale 1ns / 1ps
module i2c_slave #(
	parameter IDLE      = 3'b000,
			  START     = 3'b001,
			  ADDRESS   = 3'b010,
			  ACK       = 3'b011,
			  REC_DATA  = 3'b100,
			  SEND_DATA = 3'b101,
			  ACK2      = 3'b110,
			  STOP      = 3'b111
)(
	input  rst,
	input  [6:0] addr,          
	input  [7:0] data_rd,  	    
	output reg [7:0] data_wr,   
	output reg done,            
	inout  SDA,
	input  SCL
);
	reg [2:0] state;
	reg SDA_en;
	reg SDA_wr;
	reg [7:0] SDA_rd;
	reg rw;			   
	reg addr_match;    
	reg [2:0] cnt;
	reg stop_tran;	   
	assign SDA = SDA_en ? SDA_wr : 1'bz;
	always @(posedge SCL, posedge rst)
	begin
		if( rst )
		begin
			state      <= IDLE;
			SDA_en     <= 0;
			SDA_wr     <= 0;
			SDA_rd     <= 0;
			rw		   <= 0;
			addr_match <= 0;
			cnt	       <= 0;
			stop_tran  <= 0;
			data_wr    <= 0;
			done       <= 0;
		end
		else
		begin
			case(state)
			IDLE: begin
				SDA_en    <= 0;
			    done      <= 0;		
				if( SDA )
				begin
					state <= START;
				end
			end
			START: begin
				if( ~SDA )
				begin
					state  <= ADDRESS;
					cnt    <= 0;
				end
			end
			ADDRESS: begin
                SDA_rd    <= {SDA_rd[6:0], SDA};     
                cnt       <= cnt + 1;		
				if( &cnt )
				begin
					state  <= ACK;
                    if( SDA_rd[6:0] == addr )
                    begin
                        addr_match <= 1;
                        SDA_en     <= 1;
                        SDA_wr     <= 1'b0;
                    end	
                    else
                    begin
                        addr_match <= 0;
                        SDA_en     <= 0;
                    end
				end
			end
			ACK: begin
				if( ~SDA_rd[0])
				begin
                    SDA_en <= 0;
					state  <= REC_DATA;
					rw     <= 0;
				end
				else
				begin
					state  <= SEND_DATA;
					rw     <= 1;
                    if( addr_match )
			     	begin
					   SDA_en   <= 1;
					   SDA_wr   <= data_rd[7-cnt];
                       cnt      <= 1;		
				    end						
				end
			end
			REC_DATA: begin
				if( addr_match && ~(&cnt) )
				begin
					SDA_en    <= 0;
					SDA_rd    <= {SDA_rd[6:0], SDA};	 
				end
				cnt  <= cnt + 1;		
				if( &cnt )
				begin
					state  <= ACK2;
                    if( addr_match )
                    begin
                        SDA_en <= 1;
						SDA_wr <= 1'b0;
				    end                    				
				end
			end
			SEND_DATA: begin
				done <= 0;				
				if( addr_match )
				begin
					SDA_en   <= 1;
					SDA_wr   <= data_rd[7-cnt];
				end
                cnt <= cnt + 1;		
				if( &cnt )
				begin
					state  <= ACK2;
					cnt    <= 0;		                  
				end
			end
			ACK2: begin
				SDA_en <= 0;
				if( ~rw )
				begin
                    state  <= STOP;
				end
				else
				begin
                    if(SDA)
                    begin
                        state     <= STOP;
                    end
                    else
                    begin
                        state   <= SEND_DATA;
                        done    <= 1;				
                    end		
				end
			end
			STOP: begin
				if( stop_tran )
				begin
					if( SDA )
					begin
						state     <= IDLE;
						done      <= 1;
						stop_tran <= 0;
					end
				end
				else
				begin
					if(~SDA)
						stop_tran <= 1;
				end
			end
			endcase
		end
	end
endmodule
==> design/flow/run.sh <==
#!/bin/bash
# OpenROAD 26Q1-2900-gdf79404cd8, Yosys 0.63+post, stock flow scripts
make -C /OpenROAD-flow-scripts/flow DESIGN_CONFIG=/design/flow/config.mk WORK_HOME=/design/flow/orfs finish
==> design/flow/config.mk <==
export PLATFORM = sky130hd
export DESIGN_NAME = i2c_slave
export DESIGN_NICKNAME = i2c_slave
export VERILOG_FILES = /design/flow/design.v
export SDC_FILE = /design/flow/constraint.sdc
export NUM_CORES = 4
export LEC_CHECK = 1
export CORE_UTILIZATION = 30
==> design/flow/constraint.sdc <==
current_design i2c_slave

set clk_period 2.5
set clk_io_pct 0.2

create_clock -name clk0 -period $clk_period [get_ports {SCL}]

set non_clock_inputs [all_inputs -no_clocks]
set_input_delay [expr $clk_period * $clk_io_pct] -clock clk0 $non_clock_inputs
set_output_delay [expr $clk_period * $clk_io_pct] -clock clk0 [all_outputs]
==> run notes <==
The following summarizes the physical implementation.

Yosys
The async set-reset flop share out of synthesis is 100%. The distinct cell type count after synthesis is 36. The cell type that accounts for the most area after synthesis is sky130_fd_sc_hd__dfrtp_1. The number of standard cells after synthesis is 113. The largest non-sequential cell family by area is AND-OR/OR-AND gates. The post-synthesis compound-gate area fraction is 13.6%. In this run the mean area of a mapped cell was 10.6 um2. The synthesized netlist devotes 2.08% of its cell area to adder and majority cells.

The synthesis report lists the most area-consuming cells as sky130_fd_sc_hd__dfrtp_1 (46%), sky130_fd_sc_hd__mux2_2 (8.4%), sky130_fd_sc_hd__buf_4 (5.0%). The sequential share of the synthesized area is 48.0%. Yosys mapped a number of flops with a built-in enable equal to 0. Yosys reports that the most numerous cell types are sky130_fd_sc_hd__dfrtp_1 (22), sky130_fd_sc_hd__inv_1 (9), sky130_fd_sc_hd__mux2_2 (9), sky130_fd_sc_hd__nor2_1 (9). The netlist area before placement is 1200 um2.

The most common cell in the synthesized netlist is sky130_fd_sc_hd__dfrtp_1. Summing all multiplexer cells gives an area fraction of 12.1%. In the synthesized netlist the dominant register cell turns out to be sky130_fd_sc_hd__dfrtp_1.

The yosys-reported design area after synthesis is 1200 um2. The synthesized netlist was found by Yosys to have 113 cells. The Yosys warning count is 2.

The portion of synthesized cell area occupied by the leading cell type is 45.8%. Yosys reported a register bit count of 23. Summing the areas of all xor and xnor instances in the mapped netlist gives 5.10% of the synthesized area. The synthesized netlist devotes 9.79% of its cell area to simple gates.

Placed design
The congestion estimate from routability-driven global placement came to 0.816. Note, the detailed placer reported a final HPWL of 1.53 mm. The number of port buffers is 17.

Floorplan
In this run the vertical extent of the chip is 65.3 um. 27 I/O pins were placed. The number of rows in the core area is 22. The horizontal extent of the die is 65.3 um. The share of the core filled by cells before placement is 32.1%.

Run status
The flow stopped in 4_1_cts. The tool reported: "[error] [KeplerFormal.cpp:679] Workflow failed: Iso has multiple drivers: .SDA0, SDA$_DFFE_PP0P_.Q0". The run stopped with a tool error.

Clocking
The total clock buffers created by CTS is 3. The setup fix buffers added after clock tree synthesis is 0. The library cell used as clock root buffer is sky130_fd_sc_hd__clkbuf_8. The buffer depth of the longest clock path is 2. CTS built an H-tree with a depth of 1. The clock net in this run drives a total of 23 sinks. Once the clock tree was built, the resizer swapped 0 gates to a different size. The number of hold buffers added after CTS is 0.
==> stage by stage <==
step	utilization (%)	total power (uW)	worst slack (ps)	instances	area, um2
floorplan	-	1060	763	120	1230
global placement	37.2	1170	300	175	1390
detailed placement	37.2	1180	287	175	1390
==> cells by family after synthesis <==
kind of cell | count (synthesis)
AOI/OAI and AO/OA | 26
DFF | 23
and+or+nand+nor | 22
buffers and inverters | 20
muxes | 12
xor gates and xnor gates | 7
adders and majority gates | 2
other | 1
Power and IR drop assume default switching activity.
